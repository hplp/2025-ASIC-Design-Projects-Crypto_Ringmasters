==> design/flow/design.v <==
`timescale 1ns / 1ps
module comparator(
    input  wire [7:0] count_A,
    input  wire [7:0] count_B,
    output wire       puf_bit
);
    assign puf_bit = (count_A > count_B) ? 1'b1 : 1'b0;
endmodule
`timescale 1ns / 1ps
module control_fsm(
    input  wire clk,
    input  wire rst,
    output reg  enable_ro,
    output reg  start_count,
    output reg  done
);
    reg [1:0] state, next_state;
    parameter IDLE = 2'b00, MEASURE = 2'b01, WAIT = 2'b10, DONE = 2'b11;
    reg [15:0] wait_counter;
    always @(posedge clk or posedge rst) begin
        if (rst) begin
            state <= IDLE;
            wait_counter <= 16'd0;
        end else begin
            state <= next_state;
            if (state == WAIT)
                wait_counter <= wait_counter + 1;
            else
                wait_counter <= 16'd0;
        end
    end
    always @(*) begin
        enable_ro = 0;
        start_count = 0;
        done = 0;
        next_state = state;
        case (state)
            IDLE: begin
                next_state = MEASURE;
            end
            MEASURE: begin
                enable_ro = 1;
                start_count = 1;
                next_state = WAIT;
            end
            WAIT: begin
                enable_ro = 1;
                start_count = 1;
                if (wait_counter > 16'd10000)
                    next_state = DONE;
            end
            DONE: begin
                done = 1;
                next_state = IDLE;
            end
        endcase
    end
endmodule
`timescale 1ns / 1ps
module freq_counter(
    input  wire clk,
    input  wire rst,
    input  wire osc_in,
    output reg [7:0] count
);
    reg osc_in_d;
    always @(posedge clk or posedge rst) begin
        if (rst) begin
            count <= 8'd0;
            osc_in_d <= 1'b0;
        end else begin
            osc_in_d <= osc_in;
            if (osc_in & ~osc_in_d)   
                count <= count + 1;
        end
    end
endmodule
`timescale 1ns / 1ps
module project (
    input wire clk,          
    input wire rst,          
    output wire puf_bit_out,  
    output wire led_on        
);
    wire start;
    wire done;
    wire [7:0] count_a;
    wire [7:0] count_b;
    wire puf_bit;
    control_fsm ctrl (
        .clk(clk),
        .rst(rst),
        .enable_ro(start),
        .start_count(start),
        .done(done)
    );
    wire ro_clk_a, ro_clk_b;
    ring_oscillator_A ro_a (
        .clk(clk),
        .osc_out(ro_clk_a)
    );
    ring_oscillator_B ro_b (
        .clk(clk),
        .osc_out(ro_clk_b)
    );
    freq_counter cnt_a (
        .clk(clk),
        .rst(rst),
        .osc_in(ro_clk_a),
        .count(count_a)
    );
    freq_counter cnt_b (
        .clk(clk),
        .rst(rst),
        .osc_in(ro_clk_b),
        .count(count_b)
    );
    comparator cmp (
        .count_A(count_a),
        .count_B(count_b),
        .puf_bit(puf_bit)
    );
    assign puf_bit_out = puf_bit;
    assign led_on = 1'b1;
endmodule
`timescale 1ns / 1ps
module ring_oscillator_A(
    input wire clk,
    output wire osc_out
);
    assign osc_out = clk;
endmodule
`timescale 1ns / 1ps
module ring_oscillator_B(
    input wire clk,
    output reg osc_out
);
    reg [6:0] div;
    always @(posedge clk) begin
        div <= div + 1;
        osc_out <= div[6];   
    end
endmodule
==> design/flow/run.sh <==
#!/bin/bash
# OpenROAD 26Q1-2900-gdf79404cd8, Yosys 0.63+post, stock flow scripts
make -C /OpenROAD-flow-scripts/flow DESIGN_CONFIG=/design/flow/config.mk WORK_HOME=/design/flow/orfs finish
==> design/flow/config.mk <==
export PLATFORM = sky130hd
export DESIGN_NAME = project
export DESIGN_NICKNAME = project
export VERILOG_FILES = /design/flow/design.v
export SDC_FILE = /design/flow/constraint.sdc
export NUM_CORES = 4
export LEC_CHECK = 1
export CORE_UTILIZATION = 30
==> design/flow/constraint.sdc <==
current_design project

set clk_period 2.0
set clk_io_pct 0.2

create_clock -name clk0 -period $clk_period [get_ports {clk}]

set non_clock_inputs [all_inputs -no_clocks]
set_input_delay [expr $clk_period * $clk_io_pct] -clock clk0 $non_clock_inputs
set_output_delay [expr $clk_period * $clk_io_pct] -clock clk0 [all_outputs]
==> qor.csv <==
metric,value,unit
routed_via_density,4.50,
synth-seq-area-share,50.9,%
final.setup_skew,0.854,ps
netlist_top_cells_area,"dfrtp_1 (38%), dfxtp_1 (13%), ha_1 (11%), xnor2_1 (11%), inv_1 (3.1%)",
fp.dieW,65.2,µm
synthArstFlopShare,69.2,%
routed-via-count,833,
ys_seq_elements,26,
crit_arrival,1680,ps
timing.final.ws_setup,-77.4,ps
synth.largest_area_cell,dfrtp_1,
die-area,0.00426,mm²
synth-warning-count,3,
drc,0,
power_total,2.15,mW
drv_cap,0,
grt_pass1_vias,1040,
synth_cells,104,
antennaDiodeCount,0,
gp_routability_congestion,0.761,
ys_cells,104,
setup.worst_path.class,flip-flop to output pin,
layout-drive-gt1-share,31.4,%
route.final.wire_length,2.18,mm
static-leakage-power,0.732,nW
clkTransAtPathRegs,90,ps
violations,setup timing,
dp.final_hpwl,1.40,mm
io_buffer_count,2,
area_of_the_core,0.00374,mm²
setup_repair_after_global_routing_missed_its_margin,yes,
clk_latency,370,ps
initCoreUtil,32.1,%
critPathCaptureType,output pin,
worstPathMaxFanout,2,
netlist_area,0.00120,mm²
place_worst_setup_slack,-29.2,ps
synth.top_cell.area_share,37.5,%
drt_first_pass_iters,4,
final_antenna_net_count,0,
global_route_wire_length_before_repair,4.04,mm
worst_ir_drop_vdd,0.742,mV
warning_count,40,
fp.dieH,65.2,µm
outcome,"complete, but fails checks",
synth.distinct_cells,22,
largest_net_degree_at_the_start_of_global_routing,19,
timing_hold_violations_final,0,
post_synth_edffs,0,
area_growth_syn_to_layout,35.8,%
grt_use_total,12.9,%
fmax,481,MHz
drt-wirelength-per-cell,11.8,µm
globalRoute.totalOverflow,0,
critical_path.startpoint_type,flip-flop,
timing.final.crit_share,104,%
flop_cell,dfrtp_1,
post_synth.cell_area_avg,11.5,µm²
cellPowerDensity,1320,mW/mm²
min-delay-path-class,clock port to flip-flop,
layout_min_cycle_time,2080,ps
design.portCount,4,
drt_iter0_markers,46,
chip_area_yosys,0.00120,mm²
cts_tree,yes,
final-setup-viol-count,1,
antenna_found_initial,0,
finalMaxSlewViolations,0,
cp_data_required_time,1600,ps
core.rowCount,22,
==> repair_timing <==
| item | CTS | global route |
|---|---|---|
| hold buffers | 0 | 0 |
| gates resized | 7 | 2 |
| pin swaps | 5 | 3 |
| endpoints found under the setup margin | 4 | 2 |
| setup buffers | 1 | 3 |
==> layer usage <==
layer | up-vias | GRT usage (%) | wire length, µm
met5 | - | 0 | 0
met4 | 0 | 7.07 | 7
met3 | 3 | 8.63 | 148
met2 | 28 | 15.2 | 900
met1 | 391 | 17.6 | 1120
li1 | 411 | - | -
==> cells in the final DEF (no fill, tap or decap) <==
master	netlist	final
dfrtp_1	18	18
xnor2_1	15	15
buf_4	1	15
clkbuf_8	0	14
ha_1	11	10
inv_1	10	8
dfxtp_1	8	8
nand2_1	6	6
nand3_1	5	5
and3_1	4	4
xor2_1	4	4
nand4_1	4	4
nor2b_4	2	3
a21oi_1	4	3
and4_4	2	2
inv_2	0	2
nand3_2	2	2
nor3_1	1	1
mux2_2	1	1
a21oi_2	0	1
o21ai_1	0	1
o211ai_1	1	1
o22a_1	1	1
o21ai_0	2	1
ha_4	0	1
conb_1	1	1
clkbuf_1	0	1
clkbuf_16	0	1
clkinv_1	0	1
clkdlybuf4s50_1	0	1
buf_2	0	1
==> cell type report <==
type | instances | area [µm²]
fillers | 351 | 2110
flip-flops and latches | 26 | 611
multi-input cells | 67 | 568
clock buffers | 16 | 221
repair buffers | 17 | 128
well taps | 48 | 60.1
inverters | 10 | 37.5
clock inverters | 1 | 3.75
==> registers in the layout, indices dropped and copies added (netlist names) <==
| register | cells |
|---|---|
| cnt_b.count | 8 |
| ro_b.osc_out | 1 |
| cnt_a.osc_in_d | 1 |
| ro_b.div | 7 |
| cnt_a.count | 8 |
| cnt_b.osc_in_d | 1 |
==> logic make-up (layout without fill, tap and decap cells) <==
kind of cell	Yosys count	in the layout	share of synthesized area (%)
mux	1	1	0.938
other cells	1	1	0.313
flops	26	26	50.9
buf+inv	11	44	3.75
xor+xnor	19	19	13.9
fa+ha+maj	11	11	11.5
compound gates	8	8	3.86
simple gates	27	27	14.9
==> worst max-delay path, cell delays in order (launching register included) <==
cell	delay, ps
dfrtp_1	400
inv_2	80
ha_4	210
nor2b_4	120
o211ai_1	160
a21oi_1	80
o22a_1	160
buf_2	100
==> cell usage after synthesis (2+ instances only) <==
| library cell | instances |
|---|---|
| nand3_2 | 2 |
| dfxtp_1 | 8 |
| o21ai_0 | 2 |
| and3_1 | 4 |
| nand4_1 | 4 |
| nor2b_4 | 2 |
| and4_4 | 2 |
| inv_1 | 10 |
| nand3_1 | 5 |
| xnor2_1 | 15 |
| ha_1 | 11 |
| dfrtp_1 | 18 |
| xor2_1 | 4 |
| nand2_1 | 6 |
| a21oi_1 | 4 |
==> through the flow <==
step	utilization, %	cell area, µm²	cells	setup TNS (ps)	hold slack (ps)
after floorplan	-	1200	104	0	31.4
after global placement	36.4	1360	165	0	31.4
after detailed placement	36.4	1360	165	-29.2	31.4
after CTS	43.0	1610	183	-112	181
after global routing	43.5	1630	185	-188	183
final	43.5	1630	185	-77.4	179
==> report_power, final <==
part           internal [mW]  leakage, nW  switching, mW  total (mW)
Sequential             0.622        0.295         0.0828       0.705
Combinational          0.216        0.286          0.216       0.432
Clock                  0.698        0.151          0.320        1.02
==> worst paths after layout <==
path / end / slack [ps] / from / cells after the start
min in group asynchronous: cnt_b.count[5]$_DFFE_PP0P_ / 340 / rst / 3
max in group asynchronous: cnt_b.osc_in_d$_DFF_PP0_ / 1470 / rst / 3
worst min-delay path: cnt_a.osc_in_d$_DFF_PP0_ / 180 / clk / 5
worst max-delay path: puf_bit_out / -80 / cnt_b.count[1]$_DFFE_PP0P_ / 7
worst max register to register: cnt_a.count[7]$_DFFE_PP0P_ / 720 / cnt_a.osc_in_d$_DFF_PP0_ / 5
worst min register to register: cnt_b.osc_in_d$_DFF_PP0_ / 350 / ro_b.osc_out$_DFF_P_ / 0
No activity file was given, so power comes from the tool's default toggle rates.
